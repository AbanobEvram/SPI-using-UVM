==> /design/flow/design.v <==
package RAM_shared_pkg;
	parameter MEM_DEPTH = 256 ;
	parameter ADDR_SIZE = $clog2(MEM_DEPTH) ;
	parameter WRITE_ADD=0;
	parameter WRITE_DATA=1;
	parameter READ_ADD=2;
	parameter READ_DATA=3;
	parameter RX_VALID_ON_DIST=90;
	parameter RESET_ON_DIST=5;
	parameter ACTIVE=1;
	parameter INACTIVE=0;
	parameter ACTIVE_RESET=0;
	parameter INACTIVE_RESET=1;
endpackage : RAM_shared_pkg
package RAM_shared_pkg;
	parameter MEM_DEPTH = 256 ;
	parameter ADDR_SIZE = $clog2(MEM_DEPTH) ;
	parameter WRITE_ADD=0;
	parameter WRITE_DATA=1;
	parameter READ_ADD=2;
	parameter READ_DATA=3;
	parameter RX_VALID_ON_DIST=90;
	parameter RESET_ON_DIST=5;
	parameter ACTIVE=1;
	parameter INACTIVE=0;
	parameter ACTIVE_RESET=0;
	parameter INACTIVE_RESET=1;
endpackage : RAM_shared_pkg
import RAM_shared_pkg::*;
module RAM(din,clk,rst_n,rx_valid,dout,tx_valid);
 input [ADDR_SIZE+1:0] din;
 input clk,rst_n,rx_valid;
 output reg [ADDR_SIZE-1:0] dout;
 output reg tx_valid; 
 reg [ADDR_SIZE-1:0] mem [MEM_DEPTH-1:0];
 reg [ADDR_SIZE-1:0] wr_addr,rd_addr;
 always @(posedge clk or negedge rst_n) begin
 	if (~rst_n) begin
 		tx_valid<=0;
 		wr_addr<=0;
 		rd_addr<=0;
 	end
 	else begin
 		if(rx_valid) begin
 			tx_valid<=(din[9]&din[8]&rx_valid)?1:0;
 			case(din[9:8])
 				2'b00:wr_addr<=din[ADDR_SIZE-1:0];
 				2'b01:mem[wr_addr]<=din[ADDR_SIZE-1:0];
 				2'b10:rd_addr<=din[ADDR_SIZE-1:0];
 				2'b11:dout<=mem[rd_addr];
 			endcase
 		end	
 	end 
 end
endmodule
==> /design/flow/run.sh <==
#!/bin/bash
# OpenROAD 26Q1-2900-gdf79404cd8, Yosys 0.63+post, stock flow scripts
make -C /OpenROAD-flow-scripts/flow DESIGN_CONFIG=/design/flow/config.mk WORK_HOME=/design/flow/orfs finish
==> /design/flow/config.mk <==
export PLATFORM = sky130hd
export DESIGN_NAME = RAM
export DESIGN_NICKNAME = RAM
export VERILOG_FILES = /design/flow/design.v
export SDC_FILE = /design/flow/constraint.sdc
export NUM_CORES = 4
export LEC_CHECK = 1
export CORE_UTILIZATION = 30
==> /design/flow/constraint.sdc <==
current_design RAM

set clk_period 3.5
set clk_io_pct 0.2

create_clock -name clk0 -period $clk_period [get_ports {clk}]

set non_clock_inputs [all_inputs -no_clocks]
set_input_delay [expr $clk_period * $clk_io_pct] -clock clk0 $non_clock_inputs
set_output_delay [expr $clk_period * $clk_io_pct] -clock clk0 [all_outputs]
==> summary.txt <==
The flow completed. After layout, the worst setup slack is -0.8948 ns. Max-cap violation count landed at 0. The first global-routing pass estimated around 820000 um of wire. Highest net fanout along the worst path landed at 11. All-layer global routing usage landed at 0.5502. In this run, synthesis produced a sequential element count of around 2100. Routability congestion estimate from global placement landed at about 1.2.

Mux cell area share after synthesis landed at 0.003351. In this run the tool buffered the top-level ports with 21 buffer cells. The die is 513.2 um tall. Leaving out filler cells and counting taps, the final layout contains a little over 10000. Final worst clock skew landed at 0.05874 ns. Before antenna repair, the detailed router went through 9 iterations. The number of antenna violations at the first check in global routing is roughly 110. Per the synthesis report, the simple-gate share of the synthesized area is 0.06564. Total number of clock tree sinks landed at between 2000 and 2500. The number of global-route vias before repair came to approximately 67000. The pin closest to its max-slew limit shows a slew of about 1.5 ns. Fraction of layout cells with a size suffix above 1 landed at 0.3948. According to the Yosys statistics, the synthesized design has a chip area of between 0.07 and 0.08 mm2. Fraction of synthesized cell area in xor and xnor cells landed at 0.0001117. Number of buffers inserted for hold repair after clock tree synthesis landed at 0. Share of the core filled by cells before placement landed at 0.3019. Number of cells traversed by the worst hold path landed at 1. Synthesis produced roughly 4600 cells.

The smallest clock period supported by the final layout is computed as between 4 and 5 ns. Looking at hold timing, the worst path starts from din[1]. Routed wire length landed at between 600000 and 700000 um. After synthesis the cells add up to 0.07840 mm2.

The wire-length estimate of the detail-placed layout is ~500000 um. Worst-case vdd ir drop landed at roughly 0.00056 V. The worst register-to-register path begins at rd_addr[2]. For the worst flop-to-flop path, the logic depth is 16. Post-synthesis cell count from yosys landed at approximately 4600.

In this run the number of cells on the critical path is 16. Among all stages on the critical path, the maximum delay recorded is between 1 and 1.5 ns. In this run the number of H-tree levels came out at 4. The flow ran to the end, but the final reports show violations. Mean post-synth cell area landed at 16.89 um2.

Counting tap cells, the placed design contains a total of between 9000 and 10000 instances. In the layout the commonest cells are sky130_fd_sc_hd__edfxtp_1 (2056), sky130_fd_sc_hd__buf_4 (1437), sky130_fd_sc_hd__a22oi_1 (460). Post-detailed-route count of antenna-violating nets landed at 0. Share of the cycle needed by the critical path after routing landed at 1.256. In this run, the synthesized area fraction spent on adder and majority cells is recorded as 0.0001277. Hold slack landed at around 0.16 ns. Among the stages of the critical path, the cell type that occurs most often is sky130_fd_sc_hd__buf_12. STA classifies the critical path endpoint as a flip-flop.

Detailed-route DRC error count landed at 0. Required time reported for the critical path endpoint landed at 4.14 ns. The number of different library cells used by synthesis comes to roughly 70. Dividing the detail-routed via count by the number of cells gives between 6 and 7. Post-synthesis to final-layout area growth landed at 43.10%. The worst setup path is launched from a flip-flop.

The floorplan has approximately 190 rows. Overall via count from detail_route landed at ~68000. Warnings raised by the tools during the run amount to 29. In this run, synthesis inferred around 2000 flip-flops with an integrated enable. Listed in order, past its start point the critical path passes buf_6 > buf_12 > buf_12 > buf_4 > nor4b_4 > buf_12 > buf_12 > a22o_1 > a222oi_1 > buf_4 > o221ai_2 > nor4_4 > buf_4 > and3_4 > nand4_1 > o21a_1. Post-synth the commonest register cell is sky130_fd_sc_hd__edfxtp_1. Aggregate global routing overflow landed at 0. Counting the warning lines in the Yosys log gives 2. Setup repair after global routing could not meet its margin everywhere. The cell sitting at the root of the clock tree is a sky130_fd_sc_hd__clkbuf_16. Total setup violations reported at the end of the flow landed at 8. Based on the critical path, the design can be clocked at up to roughly 230 MHz. Entering global routing, the biggest net connects ~91 pins. In the synthesized netlist, the dominant kind of combinational cell is AND-OR/OR-AND gates. The overall die size recorded for this design is approximately 0.26 mm2. The path with the worst hold slack has its endpoint at mem[15][1]. The later pin in the worst-skew pair is clocked with a latency of about 0.95 ns. Proportion of register bits with asynchronous set or reset after synthesis landed at 0.008201.

The final reports fail on negative setup slack. Total power normalized to cell area comes to roughly 570 mW/mm2. Die span in x landed at about 510 um. Final number of hold-violating endpoints landed at 0.

During I/O placement, the number of pins put on the boundary was 22. Violation count after the first detailed-route iteration landed at roughly 8500. The slew check shows that the tightest pin keeps a relative margin of 0.006273.

TritonCTS built the clock tree. The script logs the mean routed wire length per placed instance as 65.85 um. In this run, the synthesized area fraction spent on AND-OR/OR-AND gates is recorded as 0.1187. Total buffers and inverters traversed by the critical path landed at 8. The timing report gives the worst reg2reg path a setup slack of -0.89 ns. Clock-pin slew on the worst setup and hold paths landed at 0.06 ns. STA lists the endpoint of the worst register-to-register path as dout[7]. Final max-slew violation count landed at 0. The clock passes through at most 3 buffers. According to the hold report, the worst path is of the in2reg type.

The library cell used most frequently in the layout, excluding fill and tap cells, is sky130_fd_sc_hd__edfxtp_1. On the critical path the largest part of the delay comes from AND-OR/OR-AND gates. Looking at the setup timing report, the critical path kind is reg2reg. According to the timing report, the arrival time at the worst endpoint equals 5.04 ns.

Area inside the core boundary landed at roughly 0.26 mm2. The CTS report gives the tree buffer count as 232. The slowest stage of the critical path is the sky130_fd_sc_hd__a222oi_1 cell. Post-synthesis sequential area ratio landed at 0.7929. After layout, the design draws a total of roughly 64 mW. Static leakage power landed at between 30 and 40 nW.
[Yosys cell counts, drive strengths merged, types with 51 or more instances]
library cell,count,share of area
nand4,104,0.0083
a32oi,193,0.022
nand3,140,0.0089
a22oi,511,0.049
buf,163,0.011
nor4,70,0.0056
o22ai,157,0.013
a222oi,64,0.0082
nor2,431,0.021
clkbuf,166,0.0080
a21oi,51,0.0033
nand2,88,0.0042
a22o,68,0.0076
edfxtp,2056,0.79
[final cells by class]
cell class / count / area (um2)
inverter: 3 / 11.26
clock inverter: 155 / 1876
multi-input combinational: 2238 / 17000
timing repair buffer: 1955 / 20420
sequential: 2073 / 62170
tap: 3402 / 4257
fill: 22720 / 147500
antenna: 170 / 425.4
clock buffer: 278 / 6021
[layer usage]
metal / part of all wire / GRT usage / vias to the layer above
li1: - / - / 23560
met1: 0.28 / 0.5205 / 33390
met2: 0.38 / 0.6593 / 8044
met3: 0.21 / 0.5093 / 2510
met4: 0.12 / 0.4754 / 205
met5: 0.015 / 0.3669 / -
[where the power goes]
part | switching [mW] | internal (mW) | total, mW
registers | 0.112 | 27.4 | 27.5
logic | 6.80 | 3.42 | 10.2
clock network | 11.0 | 14.9 | 25.9
total | 17.9 | 45.7 | 63.6
[per-stage QoR]
step                setup TNS (ns)  setup slack (ns)    util  instance area, um2
global placement            -10.73            -1.592  0.3867              100400
CTS                         -2.899           -0.5332  0.4264              110700
floorplan                        0            0.6790       -               78400
detailed placement          -9.822            -1.456  0.3867              100400
finish                      -5.075           -0.8948  0.4320              112200
global route                -4.124           -0.7146  0.4314              112000
[cells by family (layout without fill, tap and decap cells)]
kind of cell | count (synthesis) | count (layout)
buffers and inverters | 332 | 2391
flip-flops | 2073 | 2073
other | 0 | 170
AND/OR/NAND/NOR | 1012 | 1012
adder cells (fa/ha/maj) | 1 | 1
AND-OR/OR-AND | 1200 | 1200
multiplexers | 24 | 24
XOR/XNOR | 1 | 1
[worst max path at each step]
stage         startpoint       to  slack, ns
CTS           rd_addr[1]  dout[6]      -0.53
finish        rd_addr[2]  dout[7]      -0.89
global route  rd_addr[1]  dout[7]      -0.71
[sequential cells by signal, indices dropped and copies added (netlist names)]
signal,cells
rd_addr,8
dout,8
mem,2048
wr_addr,8
tx_valid,1
[repair_timing]
item                                    in CTS  in global routing
cloned                                       4                  1
gates resized                              335                118
endpoints found under the setup margin       8                  8
buffers inserted                            65                 59
pin swaps                                   78                 71
Power figures rest on the tool's default switching activity, not on a simulated workload.
