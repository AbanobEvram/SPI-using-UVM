<file path="design/flow/run.sh">
#!/bin/bash
# OpenROAD 26Q1-2900-gdf79404cd8, Yosys 0.63+post, stock flow scripts
make -C /OpenROAD-flow-scripts/flow DESIGN_CONFIG=/design/flow/config.mk WORK_HOME=/design/flow/orfs finish
</file>
<file path="design/flow/config.mk">
export PLATFORM = sky130hd
export DESIGN_NAME = RAM_Golden
export DESIGN_NICKNAME = RAM_Golden
export VERILOG_FILES = /design/flow/design.v
export SDC_FILE = /design/flow/constraint.sdc
export NUM_CORES = 4
export LEC_CHECK = 1
export CORE_UTILIZATION = 40
</file>
<file path="design/flow/constraint.sdc">
current_design RAM_Golden

set clk_period 13.2
set clk_io_pct 0.2

create_clock -name clk0 -period $clk_period [get_ports {clk}]

set non_clock_inputs [all_inputs -no_clocks]
set_input_delay [expr $clk_period * $clk_io_pct] -clock clk0 $non_clock_inputs
set_output_delay [expr $clk_period * $clk_io_pct] -clock clk0 [all_outputs]
</file>
<file path="design/flow/design.v">
package RAM_shared_pkg;
	parameter MEM_DEPTH = 256 ;
	parameter ADDR_SIZE = $clog2(MEM_DEPTH) ;
	parameter WRITE_ADD=0;
	parameter WRITE_DATA=1;
	parameter READ_ADD=2;
	parameter READ_DATA=3;
	parameter RX_VALID_ON_DIST=90;
	parameter RESET_ON_DIST=5;
	parameter ACTIVE=1;
	parameter INACTIVE=0;
	parameter ACTIVE_RESET=0;
	parameter INACTIVE_RESET=1;
endpackage : RAM_shared_pkg
package RAM_shared_pkg;
	parameter MEM_DEPTH = 256 ;
	parameter ADDR_SIZE = $clog2(MEM_DEPTH) ;
	parameter WRITE_ADD=0;
	parameter WRITE_DATA=1;
	parameter READ_ADD=2;
	parameter READ_DATA=3;
	parameter RX_VALID_ON_DIST=90;
	parameter RESET_ON_DIST=5;
	parameter ACTIVE=1;
	parameter INACTIVE=0;
	parameter ACTIVE_RESET=0;
	parameter INACTIVE_RESET=1;
endpackage : RAM_shared_pkg
import RAM_shared_pkg::*;
module RAM_Golden(din,clk,rst_n,rx_valid,dout,tx_valid);
 input [ADDR_SIZE+1:0] din;
 input clk,rst_n,rx_valid;
 output reg [ADDR_SIZE-1:0] dout;
 output reg tx_valid; 
 reg [ADDR_SIZE-1:0] mem [MEM_DEPTH-1:0];
 reg [ADDR_SIZE-1:0] wr_addr,rd_addr;
	always @(posedge clk or negedge rst_n) begin
		if (!rst_n) begin
			dout 	 <= 0;
			wr_addr  <= 0;
			rd_addr  <= 0;
		end
		else if (rx_valid)
			case (din [ADDR_SIZE + 1 : ADDR_SIZE])
				2'b00:	wr_addr 	  <= din [ADDR_SIZE - 1 : 0];						
				2'b01:	mem [wr_addr] <= din [ADDR_SIZE - 1 : 0];
				2'b10:	rd_addr 	  <= din [ADDR_SIZE - 1 : 0];
				2'b11:  dout 	  <= mem [rd_addr];
			endcase
	end
	always @(posedge clk or negedge rst_n) begin
		if (!rst_n)
			tx_valid <= 0;
		else if (rx_valid) 
			if (&(din [ADDR_SIZE + 1 : ADDR_SIZE]))
				tx_valid <= 1;
			else
				tx_valid <= 0;
	end
endmodule
</file>
==> ci_impl_report.md <==
## Synthesis and layout report

| Metric | Value |
|---|---|
| Critical Path Source Type | `register` |
| Synth-to-Final Area Change | `19.2%` |
| Peak VDD IR | `140 uV` |
| Leading area contributor after synthesis | `edfxtp_1` |
| Area leader share | `77.7%` |
| TritonCTS clock tree | `done` |
| TritonRoute pass-1 iters | `9` |
| Pwr Density | `168 nW/um2` |
| Yosys chip area | `79100 um2` |
| Worst Setup End Kind | `register` |
| Final hold slack | `502 ps` |
| CTS H-tree depth | `4` |
| Sink of the worst hold path | `dout[2]` |
| FF-to-FF setup slack | `6360 ps` |
| WHS Path Cells | `2` |
| Final Max Tran Viols | `82` |
| Crit path max-delay family | `simple AND/OR/NAND/NOR gates` |
| Worst reg2reg path depth | `13` |
| Latency at later pin | `910 ps` |
| Port Buffers | `21` |
| Synth unique cells | `73` |
| Worst-path maximum fanout | `48` |
| Clk slew on worst S/H paths | `~60 ps` |
| Avg Cell Area, Syn | `16.4 um2` |
| Die X-Extent | `approximately 450 um` |
| Hold Startpoint | `mem[0][2]` |
| Status | `complete, but fails checks` |
| Leakage | `approximately 29 nW` |
| Top cells excl fill/tap | `2048 x edfxtp_1, 637 x buf_4, 458 x a22oi_1` |
| F_max | `0.146 GHz` |
| FILL cells | `~17000` |
| Initial DRC count | `about 8400` |
| Cell count after synthesis | `4821` |
| Failing checks | `capacitance limit, slew limit` |
| Tot Pwr | `0.0159 W` |
| Dpl cells | `7748` |
| Post-route cell area | `94300 um2` |
| Slew headroom | `-27.2%` |
| Flops after synth | `2073` |
| Mapped cell area | `79100 um2` |
| Initial antenna violation count | `104` |
| CTS buffer count | `219` |
| # Post-CTS Setup Buffers | `0` |
| Flip-flops with a built-in enable | `2048` |
| DRC Markers | `0` |
| CTS Buffer Depth | `3` |
| Final Non-Filler Cells | `8307` |
| Worst-path cell chain | `buf_4 -> nand4bb_2 -> buf_4 -> buf_4 -> nor2_1 -> buf_4 -> a222oi_1 -> nand4_1 -> nor4_1 -> nand3_1 -> nor4_1 -> buf_4 -> a21oi_1` |
| First-pass GRT wire length | `719000 um` |
| Min-Delay Path Class | `reg -> reg` |
| CTS resizes | `0` |
| Post-Route WL | `583000 um` |
| Std cell rows | `about 160` |
| Logic area | `15800 um2` |
| Die area | `200000 um2` |
| Core Box Area | `196000 um2` |
| Via count of the first global-routing pass | `61812` |
| RSZ-0062 raised after global routing | `false` |
| Ys async rst share | `around 1.2%` |
| Slew @ Worst Pin | `1910 ps` |
| Warnings from Yosys | `2` |
| Hold Buf Count CTS | `0` |
| Crit path DRT | `13960 ps` |
| Initial Util | `just over 40%` |
| Crit path DAT | `7600 ps` |
| Slowest stage cell, crit path | `nor4_1` |
| Detailed placement HPWL | `411000 um` |
| Post-DP Area | `86600 um2` |
| Worst r2r src | `rd_addr[3]` |
| WS Path Type | `reg -> reg` |
| Top post-synthesis cells by area | `edfxtp_1 78%, a22oi_1 4.3%, nand3_1 2.0%` |
| Cycle use final | `about half` |
| Setup-failing EPs final | `0` |
| Die height | `~450 um` |
| Buf/Inv on CP | `5` |
| Vias after detailed routing | `roughly 64000` |
| FF+latch area | `62100 um2` |
| GR Util All Layers | `64.2%` |
| Setup TNS | `0 ps` |
| Vias per cell | `7.71` |
| Final-report hold violation count | `0` |
| Commonest Layout Cell | `edfxtp_1` |
| # Cells Yosys | `about 4800` |
| Root buf cell | `clkbuf_16` |
| Ys flop type | `edfxtp_1` |
| Clk sinks | `between 2000 and 2500` |
| Largest net degree at the start of global routing | `86` |
| Antenna-violating nets left | `0` |
| Post-DR wirelength/cell | `between 70 and 80 um` |
| Tmin final | `6840 ps` |
| I/O pin count | `22` |
| Max incr delay on CP | `1030 ps` |
| Most frequent CP cell | `buf_4` |
| Total grt overflow | `0` |
| Share of cells above drive strength 1 | `20.2%` |
| Tool warning count | `27` |
| Max Clock Skew | `31.5 ps` |
| RePlAce Congestion | `~1.2` |
| Max_cap viols | `10` |
| Post-synth seq share | `78.5%` |
| R2r endpoint | `dout[5]` |
[synth_stat cells, types with 5 or more instances]
library cell	instances
a221o_1	5
a31oi_1	10
mux2_2	16
a32o_1	13
inv_1	5
a221oi_1	44
a2111oi_0	20
a21oi_1	60
or4b_2	5
dfrtp_1	25
edfxtp_1	2048
o211ai_1	17
a22o_1	64
nor2b_1	12
o2111ai_1	10
o221ai_1	6
and4_1	8
nand2_1	89
nand4_1	131
o22a_1	9
nor3_1	18
nand3_1	317
and3_1	56
nor4bb_1	6
o21ai_0	24
nand4bb_1	9
buf_6	13
a32oi_1	151
o22ai_1	183
buf_1	60
a22oi_1	458
or4_1	31
nor4_1	70
a222oi_1	61
clkbuf_1	164
nor4b_2	6
nor2_1	383
buf_4	12
nand4b_1	9
buf_2	125
and4b_1	10
[worst register-to-register path, stage by stage, from the launching register on]
cell and delay, ps:
dfrtp_2 350, buf_4 470, nand4bb_2 320, buf_4 270, buf_4 700, nor2_1 450, buf_4 370, a222oi_1 460
nand4_1 310, nor4_1 970, nand3_1 680, nor4_1 1030, buf_4 250, a21oi_1 60
[per-layer routing]
metal	GRT usage [%]	wire [um]	vias up
li1	-	-	21395
met1	62.0	157000	31440
met2	73.8	216000	8423
met3	62.0	129000	2570
met4	53.2	68600	239
met5	52.8	12800	-
[final cells by class]
class / count / share of cell area (%)
inverter: 5 / 0.0199
antenna: 152 / 0.403
tap: 2624 / 3.48
timing repair buffer: 681 / 5.76
clock buffer: 270 / 6.12
multi-input combinational: 2369 / 16.7
sequential: 2073 / 65.9
clock inverter: 133 / 1.59
[how the worst max path moves through the flow]
stage	slack, ps	cells after the start	endpoint	from
CTS	7230	13	dout[5]	rd_addr[3]
finish	6360	13	dout[5]	rd_addr[3]
global route	6890	13	dout[5]	rd_addr[3]
[flip-flops by register name, indices dropped and copies added (netlist names)]
name      count
tx_valid      1
dout          8
rd_addr       8
mem        2048
wr_addr       8
[stage by stage]
stage	setup slack, ps	util, %
after floorplan	8690	-
after global placement	6640	44.2
after detailed placement	6920	44.2
after CTS	7230	48.0
after global routing	6890	48.1
final	6360	48.2
[report_power, final]
group / total [W] / internal [W] / switching, W
combinational: 0.00216 / 0.000424 / 0.00174
clock: 0.00643 / 0.00365 / 0.00279
sequential: 0.00729 / 0.00726 / 0.0000330
[cell families (layout without fill, tap and decap cells)]
logic type	after synthesis	after routing	share of synthesized area, %
xor gates and xnor gates	1	1	0.0111
muxes	19	19	0.266
other	0	152	0
AOI/OAI and AO/OA	1155	1155	11.2
buffers and inverters	379	1089	2.18
DFF	2073	2073	78.5
and+or+nand+nor	1194	1194	7.89
Power is estimated from default activity; no workload was simulated.
